--- ./run.sh ---
#!/bin/bash
# OpenROAD 26Q1-2900-gdf79404cd8, Yosys 0.63+post, stock flow scripts
make -C /OpenROAD-flow-scripts/flow DESIGN_CONFIG=/design/flow/config.mk WORK_HOME=/design/flow/orfs finish
--- ./config.mk ---
export PLATFORM = sky130hd
export DESIGN_NAME = alu_without_clock_gating
export DESIGN_NICKNAME = alu_without_clock_gating
export VERILOG_FILES = /design/flow/design.v
export SDC_FILE = /design/flow/constraint.sdc
export NUM_CORES = 4
export LEC_CHECK = 1
export CORE_AREA = 10 10 93 93
export DIE_AREA = 0 0 103 103
--- ./constraint.sdc ---
current_design alu_without_clock_gating

set clk_period 1.5
set clk_io_pct 0.2

create_clock -name clk0 -period $clk_period [get_ports {clk}]

set non_clock_inputs [all_inputs -no_clocks]
set_input_delay [expr $clk_period * $clk_io_pct] -clock clk0 $non_clock_inputs
set_output_delay [expr $clk_period * $clk_io_pct] -clock clk0 [all_outputs]
--- ./design.v ---
`timescale 1ns / 1ps
module alu_without_clock_gating (
    input [7:0] A,
    input [7:0] B,
    input [2:0] Opcode,
    input clk,
    input reset,
    output reg [7:0] Result,
    output reg Carry,
    output reg Zero
);
    always @(posedge clk or posedge reset) begin
        if (reset) begin
            Result <= 8'b0;
            Carry <= 0;
            Zero <= 0;
        end else begin
            case (Opcode)
                3'b000: {Carry, Result} <= A + B;           
                3'b001: {Carry, Result} <= A - B;           
                3'b010: Result <= A & B;                    
                3'b011: Result <= A | B;                    
                3'b100: Result <= A ^ B;                    
                3'b101: Result <= A << 1;                   
                3'b110: Result <= A >> 1;                   
                3'b111: Result <= (A == B) ? 8'b1 : 8'b0;   
                default: Result <= 8'b0;
            endcase
            Zero <= (Result == 8'b0);
        end
    end
endmodule
==> Slide: Implementation Results <==
Run Summary

Outcome
  • Result of the run: finished with violations
  • Violated checks: setup timing

STA
  • Final cycle utilization of the critical path: 122.2%
  • Max-slew headroom at the worst pin: 67.50%
  • Final critical-path required period: ~1.8 ns
  • Final-report setup violation count: 8
  • Post-Route Hold Slack: roughly 0.34 ns
  • Timing-limited maximum frequency: approximately 0.55 GHz
  • Pins over their slew limit: 0
  • Setup clock skew after layout: roughly 0.0013 ns
  • Least setup slack across all paths after layout: -0.3336 ns
  • Aggregate negative setup slack: -1.889 ns
  • Hold Violations, Final: 0
  • Setup repair after global routing missed its margin: yes
  • Pin slew with the least headroom to its limit: 0.4831 ns

Logic synthesis
  • Cell accounting for the most synthesized area: sky130_fd_sc_hd__ha_1
  • Area fraction in compound gates: 31.62%
  • Main flop type: sky130_fd_sc_hd__dfrtp_1
  • Main logic family after synthesis: AND-OR/OR-AND gates
  • Netlist area before placement: ~0.0016 sq mm
  • Count of distinct cell types in the synthesized netlist: around 53
  • Mux frac, synth: 1.265%
  • Post-synthesis share of cell area spent on xor and xnor gates: under 10%
  • EDFF count, synth: 0
  • Area figure in the yosys stat output: around 0.0016 sq mm
  • Post-synth seq share: between 10% and 20%
  • Mapped Cells: between 200 and 250
  • Synthesized flop and latch total: 10
  • Asr flop ratio synth: 100.0%
  • Yosys adder share: a little over a fifth
  • Number of standard cells reported by yosys: about 200
  • Post-synthesis simple-gate area fraction: a little under a fifth
  • Number of warnings reported in the yosys synthesis log: 1
  • Most frequently used cell type in the post-synthesis netlist: sky130_fd_sc_hd__ha_1
  • Top cells by count: 24 x sky130_fd_sc_hd__ha_1, 23 x sky130_fd_sc_hd__inv_1, 16 x sky130_fd_sc_hd__a21oi_1, 16 x sky130_fd_sc_hd__nor2_1, 10 x sky130_fd_sc_hd__dfrtp_1
  • Synthesized area per cell: a little under 8 sq um
  • Dominant cell area share: 18.97%
  • Leading cell types by total area after synthesis: sky130_fd_sc_hd__ha_1 19%, sky130_fd_sc_hd__dfrtp_1 16%, sky130_fd_sc_hd__inv_1 5.5%

GRT
  • Maximum number of pins on one net before global-route repair: 13
  • Remaining global-route overflow: 0
  • Total routing usage reported by global routing: 10.64%
  • Antenna violations before repair: 0
  • Via count of the first global-routing pass: 1987
  • Global-route wire length before repair: 9308 um

Placed design
  • Final Wtd Congestion: 0.9543
  • Count of buffers inserted at the top-level ports: 30
  • Worst setup timing slack at the placement stage: -0.9378 ns
  • Number of placed cells counting well taps: approximately 380
  • Total half-perimeter wirelength after legalization and detailed placement: ~4300 um

Drt
  • Total wire length: ~5800 um
  • Drt wl/cell: approximately 14 um
  • DRC violations left: 0
  • Antenna Cells: 0
  • Number of DRC violations after detailed-routing iteration 0: ~160
  • Vias per std cell: roughly 5.0
  • Total number of vias: between 1500 and 2000
  • Number of iterations in the first detailed-routing pass: 4
  • ANT nets after route: 0

Clock network
  • Buffer type at the clock tree root: sky130_fd_sc_hd__clkbuf_8
  • TritonCTS clock tree: done
  • CTS clock-pin slew for the worst setup and hold paths: around 0.050 ns
  • Clock sinks: 10
  • Buffer depth of the longest clock path: 2
  • Clock latency at the later pin of the worst-skew pair: 0.23 ns
  • Inserted Clock Buffers: 3
  • Number of H-tree levels: 1

Worst setup path
  • Highest cell delay on the worst timing path: 0.40 ns
  • Critical path type: in2reg
  • Maximum fanout count along the critical path: 3
  • CP Cell Sequence: buf_8 > clkinvlp_4 > buf_6 > fa_2 > buf_4 > buf_4 > xor2_1 > a21oi_1 > a21oi_1 > o21ai_1 > a22oi_1
  • Depth of the most critical reg-to-reg path: 2
  • Crit path max-delay cell type: sky130_fd_sc_hd__fa_2
  • Arrival time reported for the critical path endpoint: around 2 ns
  • Top delay family on crit path: AND-OR/OR-AND gates
  • Critical Path RT: 1.65 ns
  • CP bufs+invs: 5
  • Critical Path Stages: 11
  • Kind of launch point of the worst setup path: input pin
  • Capturing element type of the critical path: flop

Final layout
  • Post-layout instance count excluding filler cells: 402
  • Fraction of layout instances using a drive strength above 1: 60.25%
  • Post-synthesis to final-layout area growth: 99.84%

Power and ir drop
  • Power density cells: 545.1 mW/mm^2
  • Final Total Pwr: between 1500 and 2000 uW
  • Worst IR Drop VDD: approximately 230 uV
  • LEAKAGE: between 0.001 and 0.0015 uW

Floorplan
  • Initial Utilization: between 20% and 30%
  • Die Outline Area: around 0.011 sq mm
  • Overall die height: a little over 100 um
  • Top-level I/O count: 31
  • Placeable core area: between 0.006 and 0.007 sq mm
  • Number of placement rows: 30
  • Die outline width: ~100 um

Min path
  • Min-Delay Path Class: in2async

Job
  • Count of max-cap constraint violations: 0
  • Number of warnings in the stage logs: 44
final cells by class:
class / count / area [sq um]
sequential: 10 / 250.2
multi-input combinational: 155 / 1554
tap: 80 / 100.1
inverter: 24 / 103.9
fill: 593 / 3593
clock buffer: 4 / 55.05
timing repair buffer: 129 / 1100
layer usage:
layer  vias to the layer above  wire length [um]  global-route usage [%]
met4                         0                59                   1.070
met3                         7               458                   1.693
met2                        73              2554                   16.43
met1                       941              2719                   15.75
li1                        974                 -                       -
met5                         -                 0                       0
cells in the final DEF, fill, tap and decap left out, types with 8 or more instances in the layout:
| cell | count |
|---|---|
| sky130_fd_sc_hd__ha_1 | 12 |
| sky130_fd_sc_hd__nor2_1 | 12 |
| sky130_fd_sc_hd__a21oi_1 | 8 |
| sky130_fd_sc_hd__dfrtp_1 | 10 |
| sky130_fd_sc_hd__ha_4 | 10 |
| sky130_fd_sc_hd__buf_6 | 19 |
| sky130_fd_sc_hd__clkdlybuf4s50_1 | 11 |
| sky130_fd_sc_hd__buf_4 | 81 |
| sky130_fd_sc_hd__nand2_1 | 8 |
| sky130_fd_sc_hd__inv_2 | 15 |
cell families (layout without fill, tap and decap cells):
kind of cell / Yosys count / after routing
xor+xnor: 3 / 3
flops: 10 / 10
fa+ha+maj: 26 / 26
mux: 2 / 2
compound gates: 70 / 70
simple gates: 54 / 54
buf+inv: 37 / 157
worst paths after layout:
path,from,endpoint,slack (ns)
worst max-delay path,A[1],Result[2]$_DFF_PP0_,-0.33
worst min-delay path,reset,Result[4]$_DFF_PP0_,0.34
min in group clk0,Result[6]$_DFF_PP0_,Zero$_DFF_PP0_,0.50
max in group asynchronous,reset,Carry$_DFFE_PP0P_,0.90
worst max register to register,Result[5]$_DFF_PP0_,Zero$_DFF_PP0_,0.44
worst min register to register,Result[6]$_DFF_PP0_,Zero$_DFF_PP0_,0.50
through the flow:
step	utilization [%]	instance area, sq um
finish	46.81	3163
global route	46.81	3163
CTS	45.33	3063
detailed placement	39.00	2635
global placement	39.00	2635
floorplan	-	1745
power breakdown:
group	switching [uW]	internal [uW]	total, uW
combinational	463	605	1070
clock	103	230	333
sequential	16.3	307	323
state kept, by name, summed over array words and instances, names as in the netlist:
name and count:
Zero 1, Result 8, Carry 1
timing repair:
action	4_1_cts	5_1_grt
gates resized	133	16
setup buffers	17	6
pin swaps	40	25
hold buffers	0	0
endpoints found under the setup margin	9	9
gates cloned	0	0
endpoints found under the hold margin	0	0
Power is estimated from default activity; no workload was simulated.
